$ cat design.v
module add(input logic [5:0] A, input logic [5:0] B, output logic [5:0] Add_Result);
	always_comb
	begin 
		Add_Result = A + B;
	end 
endmodule 
module display(input logic [5:0] A, input logic [5:0] B, 
input logic [5:0] RESULT, input logic [2:0] ADD_SUB, 
output logic [5:0] MAG_A, output logic [5:0] MAG_B, output logic [5:0] MAG_RESULT, output logic OVERFLOW_FLAG, 
output logic NEG_A, output logic NEG_B, output logic NEG_RESULT, 
output logic [6:0] A_TENS, output logic [6:0] A_ONES, output logic [6:0] B_TENS, 
output logic [6:0] B_ONES, output logic [6:0] RESULT_TENS, output logic [6:0] RESULT_ONES); 
	logic [3:0] left_digitA;
	logic [3:0] right_digitA;
	logic [3:0] left_digitB;
	logic [3:0] right_digitB;
	logic [3:0] left_digitRESULT;
	logic [3:0] right_digitRESULT;
	overflow overRes(.A(A), .B(B), .ADD_SUB(ADD_SUB), 
	.RESULT(RESULT), .OVERFLOW_FLAG(OVERFLOW_FLAG));
	mag magA(.INPUT(A), .MAG_RESULT(MAG_A), .NEG_FLAG(NEG_A));
	mag magB(.INPUT(B), .MAG_RESULT(MAG_B), .NEG_FLAG(NEG_B));
	mag magResult(.INPUT(RESULT), .MAG_RESULT(MAG_RESULT), .NEG_FLAG(NEG_RESULT));
	assign left_digitA = MAG_A/10;
	assign right_digitA = MAG_A%10;
	assign left_digitB = MAG_B/10;
	assign right_digitB = MAG_B%10;
	assign left_digitRESULT = MAG_RESULT/10;
	assign right_digitRESULT = MAG_RESULT%10;
	seven_seg LDigitA(.INPUT(left_digitA), .led(A_TENS));
	seven_seg RDigitA(.INPUT(right_digitA), .led(A_ONES));
	seven_seg LDigitB(.INPUT(left_digitB), .led(B_TENS));
	seven_seg RDigitB(.INPUT(right_digitB), .led(B_ONES));
	seven_seg LDigitRes(.INPUT(left_digitRESULT), .led(RESULT_TENS));
	seven_seg RDigitRes(.INPUT(right_digitRESULT), .led(RESULT_ONES));
endmodule 
module equal(input logic [5:0] A, B, output logic [5:0] e_result);
	always_comb
	begin 
		if(A==B)
			e_result <= 6'd1;
		else 
			e_result <= 6'd0;
	end 
endmodule
module equal_z(input logic [5:0] A, output logic [5:0] ezero_result);
	always_comb
	begin 
		if(A==0)
			ezero_result <= 6'd1;
		else 
			ezero_result <= 6'd0;
	end 
endmodule
module greater(input logic [5:0] A, B, output logic [5:0] greater_result);
	int Atwo; 
	int Btwo;
	logic [5:0] temp, temp2;
	assign temp=~(A)+1;
	assign temp2=~(B)+1;
	always_comb
	begin 
		if(A[5]==1)
		begin
			Atwo= -1*(temp);			
		end
		else 
		  Atwo=A;
	end 
	always_comb
	begin 
		if(B[5]==1)
		begin 
			Btwo= -1*(temp2);
		end 
		else
			Btwo=B;
	end 
	always_comb
	begin 
		if(Atwo>Btwo)
			greater_result <= 6'd1;  
		else 
			greater_result <= 6'd0;
	end 
endmodule 
module less(input logic [5:0] A, B, output logic [5:0] less_result);
	int Atwo; 
	int Btwo;
	logic [5:0] temp, temp2;
	assign temp=~(A)+1;
	assign temp2=~(B)+1;
	always_comb
	begin 
		if(A[5]==1)
		begin
			Atwo= -1*(temp);			
		end
		else 
		  Atwo=A;
	end 
	always_comb
	begin 
		if(B[5]==1)
		begin 
			Btwo= -1*(temp2);
		end 
		else
			Btwo=B;
	end 
	always_comb
	begin 
		if(Atwo<Btwo)  
			less_result <= 6'd1;	
		else 
			less_result <= 6'd0;
	end 
endmodule
module mag(input logic [5:0] INPUT, output logic [5:0] MAG_RESULT, output logic NEG_FLAG);
	always_comb 
	begin 
		case(INPUT[5])
			1'b0:
			begin 
				MAG_RESULT <= INPUT;
				NEG_FLAG <= 1'b0; 
			end	
			1'b1:
			begin 
				MAG_RESULT <= (~INPUT+1);
				NEG_FLAG <= 1'b1;
			end
			default: 
			begin 	
				MAG_RESULT <= 6'b000000;
				NEG_FLAG <= 1;  
			end 
		endcase 
	end
endmodule 
module operations(input logic clock, reset, input logic [5:0] A, input logic [5:0] B, input logic [2:0] control, 
output logic [5:0] RESULT, output logic OVERFLOW_FLAG, 
output logic NEG_A, output logic NEG_B, output logic NEG_RESULT, 
output logic [6:0] A_TENS, A_ONES, B_TENS, B_ONES, RESULT_TENS, RESULT_ONES);
	logic [5:0] RESULT_SUB, RESULT_ADD, RESULT_GREAT, RESULT_LESS, RESULT_EQUAL, RESULT_EZERO;
	logic [5:0] MAG_A, MAG_B, MAG_RESULT;
	add add1(.A(A), .B(B), .Add_Result(RESULT_ADD));
	sub sub1(.A(A), .B(B), .SUB_RESULT(RESULT_SUB));
	greater g1(.A(A), .B(B), .greater_result(RESULT_GREAT));
	less	l1(.A(A), .B(B), .less_result(RESULT_LESS));
	equal	e1(.A(A), .B(B), .e_result(RESULT_EQUAL));
	equal_z ez(.A(A), .ezero_result(RESULT_EZERO));
	always_ff @(posedge clock or negedge reset)
	begin
		if(!reset)
		begin 
			RESULT <= 6'd0;
		end 
		else
		begin 	
			if(control == 3'b000)
				RESULT <= RESULT_ADD;
			else if(control == 3'b001)
				RESULT <= RESULT_SUB;
			else if(control == 3'b100)
				RESULT <= RESULT_EQUAL;
			else if(control == 3'b101)
				RESULT <= RESULT_GREAT;
			else if(control == 3'b110)
				RESULT <= RESULT_LESS;
			else if(control == 3'b111)	
				RESULT <= RESULT_EZERO;
		end 		
	end 
	display displayMini(.A(A), .B(B), 
	.RESULT(RESULT), .ADD_SUB(control), 
	.MAG_A(MAG_A), .MAG_B(MAG_B), .MAG_RESULT(MAG_RESULT), .OVERFLOW_FLAG(OVERFLOW_FLAG), 
	.NEG_A(NEG_A), .NEG_B(NEG_B), .NEG_RESULT(NEG_RESULT), 
	.A_TENS(A_TENS), .A_ONES(A_ONES), .B_TENS(B_TENS), 
	.B_ONES(B_ONES), .RESULT_TENS(RESULT_TENS), .RESULT_ONES(RESULT_ONES));
endmodule	
module overflow(input logic [5:0] A, input logic [5:0] B, input logic [2:0] ADD_SUB, 
	input logic [5:0] RESULT, output logic OVERFLOW_FLAG); 	
	logic [5:0] B_Sub; 
	always_comb
	begin
		if(ADD_SUB == 3'b001)  
		begin 
			B_Sub <= (~B+1);	
		end
		else 
			B_Sub <= B;
	end
	always_comb 
	begin  	
		if((B_Sub[5] == A[5])&&(B_Sub[5] != RESULT[5])&&(ADD_SUB==3'b000 || ADD_SUB==3'b001))  
			begin 
				OVERFLOW_FLAG = 1'b1; 
			end 
		else 
			begin 
				OVERFLOW_FLAG = 1'b0;
			end
	end 
endmodule 
module seven_seg(input logic [3:0] INPUT, output logic [6:0] led);
	always_comb 
	begin 
		case(INPUT)
			6'b0000:
				led <= 7'b1000000; 
			6'b0001:
				led <= 7'b1111001; 
			6'b0010:
				led <= 7'b0100100; 
			6'b0011:
				led <= 7'b0110000; 
			6'b0100:
				led <= 7'b0011001; 
			6'b0101:
				led <= 7'b0010010; 
			6'b0110:
				led <= 7'b0000010; 
			6'b0111:
				led <= 7'b1111000; 
			6'b1000:
				led <= 7'b0000000; 
			6'b1001:
				led <= 7'b0010000; 
			default: led <= 1111111;  
		endcase 
	end
endmodule 
module sub(input logic [5:0] A, input logic [5:0] B, output logic [5:0] SUB_RESULT);
	always_comb 
	begin 
		SUB_RESULT= A + (~(B) + 1'b1);  
	end
endmodule 
$ cat run.sh
#!/bin/bash
# OpenROAD 26Q1-2900-gdf79404cd8, Yosys 0.63+post, stock flow scripts
make -C /OpenROAD-flow-scripts/flow DESIGN_CONFIG=/design/flow/config.mk WORK_HOME=/design/flow/orfs finish
$ cat config.mk
export PLATFORM = sky130hd
export DESIGN_NAME = operations
export DESIGN_NICKNAME = operations
export VERILOG_FILES = /design/flow/design.v
export SDC_FILE = /design/flow/constraint.sdc
export NUM_CORES = 4
export LEC_CHECK = 1
export CORE_UTILIZATION = 40
$ cat constraint.sdc
current_design operations

set clk_period 5.0
set clk_io_pct 0.2

create_clock -name clk0 -period $clk_period [get_ports {clock}]

set non_clock_inputs [all_inputs -no_clocks]
set_input_delay [expr $clk_period * $clk_io_pct] -clock clk0 $non_clock_inputs
set_output_delay [expr $clk_period * $clk_io_pct] -clock clk0 [all_outputs]
==> results.tsv <==
metric	value	unit
H-tree levels	1	
sequential area share after synthesis	2.46	%
Worst-path clk slew	0.03	ns
violated checks	setup timing	
Worst path max stage delay	0.57	ns
vias in the first global route	6589	
Core Box Area	14700	sq um
Max Slew Vio Count	0	
sequential cell area	150	sq um
final instance area	10600	sq um
setup ws final	-1.46	ns
min Tclk post-route	6.46	ns
Top Registers	RESULT (6)	
# setup viols final	31	
max reg flops	6	
initial antenna violation count	0	
CTS tree	built	
detailed placement HPWL	12700	um
IO Count	69	
most frequent cells in the layout	buf_4, ha_1, inv_1, buf_6, nand2_1	
Latency at later pin	0.23	ns
asr flop ratio synth	100	%
Area Growth Syn to Fin	73.4	%
crit path DRT	5.11	ns
HP Class	flop to flop	
row cnt	44	
critical-path maximum fanout	3	
fin util	72.0	%
status	complete, but fails checks	
mapped cell area	6110	sq um
share of layout cells above drive strength 1	51.9	%
P per Cell Area	606	nW/um^2
GPL Wtd Cong	0.877	
Fillers	965	
critical path data arrival time	6.57	ns
Post-Synth Simple-Gate Area	20.2	%
GRT Overall Usage	23.7	%
chip area	15800	sq um
TritonCTS Buffers	3	
grt ovf	0	
Setup CP Type	input port to flop	
post-synthesis instance total	771	
Synth Area in Compound Gates	22.8	%
fin cells	1286	
Die X	126	um
Synth Register Bits	6	
Worst-Margin Slew	0.655	ns
antenna viol nets, final	0	
1st-iter DRT viols	344	
hold buffer count at CTS	0	
Die Y	126	um
Ys Warns	10	
Post-synth top flop	dfrtp_1	
Startpoint Class	input port	
slowest CP cell	fa_2	
CP Capture Type	flop	
maximum vdd drop	0.700	mV
final wirelength	18900	um
CTS sink cnt	6	
Biggest register	RESULT	
yosys adder share	35.3	%
antenna cell count	0	
xor/xnor share	5.12	%
Commonest Layout Cell	buf_4	
post-placement cell area	8750	sq um
DRC viols	0	
Tool Warnings	70	
Clock Tree Root	clkbuf_16	
fin crit share	129	%
FP Util	41.5	%
ys cells	771	
largest net degree at the start of global routing	21	
maximum clock rate	0.155	GHz
TNS Setup	-15.98	ns
placed insts	1190	
maximum root-to-sink buffer count	2	
Max Cap Violations	0	
Routed WL per cell	14.7	um
Synth cell types	86	
YS chip area	6110	sq um
Static Leak	4.91	nW
RSZ-0062 raised after global routing	yes	
Post-synth EDFFs	0	
first-pass GRT wire length	30900	um
mux share	5.68	%
drt via density	5.23	
logic area	6790	sq um
Setup Skew	0	ns
Top logic family	adder cells	
final hold vios	0	
via count	6723	
syn avg cell area	7.92	sq um
Pre-antenna DRT Iters	23	
Slew Limit Headroom	55.8	%
Port Buffers	68	
==> per-layer routing <==
layer | wire (um) | global-route usage, %
met1 | 9270 | 35.9
met4 | 85 | 1.72
met5 | 0 | 0
met2 | 8700 | 38.8
met3 | 834 | 1.83
==> cell families (layout without fill, tap and decap cells) <==
kind of cell             after synthesis  after routing
flip-flops                             6              6
buffers and inverters                118            449
AND/OR/NAND/NOR                      238            238
adder cells (fa/ha/maj)              152            152
AND-OR/OR-AND                        193            193
multiplexers                          30             30
XOR/XNOR                              34             34
==> final timing paths <==
kind | from | to | slack (ns) | cells after the start
worst max-delay path | B[1] | RESULT[0]$_DFFE_PN0P_ | -1.46 | 29
worst min-delay path | RESULT[4]$_DFFE_PN0P_ | RESULT[4]$_DFFE_PN0P_ | 0.66 | 3
worst max register to register | RESULT[0]$_DFFE_PN0P_ | RESULT[0]$_DFFE_PN0P_ | 3.99 | 5
worst min register to register | RESULT[4]$_DFFE_PN0P_ | RESULT[4]$_DFFE_PN0P_ | 0.66 | 3
max in group asynchronous | reset | RESULT[5]$_DFFE_PN0P_ | 3.74 | 1
min in group asynchronous | reset | RESULT[4]$_DFFE_PN0P_ | 1.03 | 1
==> worst max-delay path, delay by kind of cell <==
kind / cells / cell delay [ns]
simple gates: 7 / 0.84
mux: 1 / 0.24
fa+ha+maj: 7 / 2.73
compound gates: 10 / 1.36
buf+inv: 4 / 0.40
==> power by group <==
| group | internal (mW) | switching (mW) |
|---|---|---|
| Sequential | 0.0568 | 0.00692 |
| Combinational | 3.35 | 2.88 |
| Clock | 0.103 | 0.0269 |
==> layout make-up <==
class                      instances  area share (%)
multi-input combinational        647            64.1
timing repair buffer             356            28.1
inverter                          90            3.52
tap                              184            2.17
sequential                         6            1.42
clock buffer                       3           0.709
==> synth_stat cells, types with 5 or more instances <==
library cell,n,area (sq um)
o21ai_0,36,180
nor3b_1,6,45.0
clkbuf_1,9,33.8
inv_2,5,18.8
buf_4,5,37.5
nand2_1,62,233
fa_1,34,681
and3_1,7,43.8
dfrtp_1,6,150
buf_6,6,67.6
mux2i_1,19,190
nand3_1,9,45.0
ha_1,118,1480
buf_1,5,18.8
o31ai_1,9,67.6
nor2b_1,21,131
a21oi_1,37,185
nand2b_1,25,156
xor2_1,5,43.8
nor3_1,15,75.1
inv_1,82,308
a21o_1,25,188
o21a_1,10,75.1
mux2_2,5,56.3
nor2_1,53,199
nand4_1,7,43.8
a211oi_1,11,82.6
xnor2_1,27,236
and2_1,14,87.6
==> through the flow <==
step	hold slack (ns)	power, mW	setup WS, ns
final	0.656	6.41	-1.46
after global routing	0.730	7.14	-1.75
after CTS	0.636	5.83	-1.57
after detailed placement	0.622	5.08	-2.50
after global placement	0.613	5.01	-2.41
after floorplan	0.522	3.21	-1.42
==> what timing repair did <==
action / in CTS / in global routing
endpoints found under the setup margin: 42 / 42
setup buffers: 90 / 31
resized: 324 / 114
cloned: 2 / 0
pin swaps: 112 / 84
Power is estimated from default activity; no workload was simulated.
