[./config.mk]
export PLATFORM = sky130hd
export DESIGN_NAME = winCheckTEST
export DESIGN_NICKNAME = winCheckTEST
export VERILOG_FILES = /design/flow/design.v
export SDC_FILE = /design/flow/constraint.sdc
export NUM_CORES = 4
export LEC_CHECK = 1
export CORE_UTILIZATION = 40
[./constraint.sdc]
current_design winCheckTEST

set clk_period 7.6
set clk_io_pct 0.2

create_clock -name clk0 -period $clk_period [get_ports {clk}]

set non_clock_inputs [all_inputs -no_clocks]
set_input_delay [expr $clk_period * $clk_io_pct] -clock clk0 $non_clock_inputs
set_output_delay [expr $clk_period * $clk_io_pct] -clock clk0 [all_outputs]
[./design.v]
module winCheckTEST( input logic clk, rst, Player, input logic [2:0] colval,
	input logic [4:0] waddr, output logic winflag);
		int board[6][7];
		logic winV[3][7];
		logic winVcol[3];
		logic ver;
		logic [2:0] col=3'd7;
		logic winH[6][4];
		logic winHcol[6];
		logic hor;
		logic RwinD[3][4];
		logic RwinDcol[3];
		logic Rdiag;
		logic LwinD[3][4];
		logic LwinDcol[3];
		logic Ldiag;
		always_ff @(posedge clk)
		begin 
			if((((waddr-5'd11)/5'd4)<5'd6)&&(((waddr-5'd11)/5'd4)>=0)&&colval!=7) 
			begin 
				if(Player)
					board[((waddr-5'd11)/5'd4)][colval] <= 1;
				else
					board[((waddr-5'd11)/5'd4)][colval] <= 2;
			end
		end 
		always_comb
		begin
			for(int i = 0; i<3; i++) 
			begin 	
				for(int j = 0; j<7; j++)
					winV[i][j]=((board[i][j]==board[i+1][j])&&(board[i+1][j]==board[i+2][j])&&(board[i+2][j]==board[i+3][j])&&(board[i][j]!=2'd0)); 
			end 		
		end 
		always_comb 
		begin
			for(int i=0; i<3; i++)
				winVcol[i] = (winV[i][0]||winV[i][1]||winV[i][2]||winV[i][3]||winV[i][4]||winV[i][5]||winV[i][6]);
		end 
		always_comb 
		begin 
			ver = (winVcol[0]||winVcol[1]||winVcol[2]); 		
		end
		always_comb  
		begin 
			for(int i = 0; i<6; i++) 
			begin 	
				for(int j = 0; j<4; j++)
					winH[i][j]=((board[i][j]==board[i][j+1])&&(board[i][j+1]==board[i][j+2])&&(board[i][j+2]==board[i][j+3])&&(board[i][j]!=2'd0)); 
			end
		end 
		always_comb
		begin 
			for(int i=0; i<6 ; i++)
				winHcol[i]= (winH[i][0]||winH[i][1]||winH[i][2]||winH[i][3]);
		end 
		always_comb
		begin
			hor = (winHcol[0]||winHcol[1]||winHcol[2]||winHcol[3]||winHcol[4]||winHcol[5]);
		end
		always_comb  
		begin 
			for(int i = 0; i<3; i++) 
			begin 	
				for(int j = 0; j<4; j++)
					RwinD[i][j]=((board[i][j]==board[i+1][j+1])&&(board[i+1][j+1]==board[i+2][j+2])&&(board[i+2][j+2]==board[i+3][j+3])&&(board[i][j]!=2'd0)); 
			end
		end 
		always_comb
		begin 
			for(int i=0; i <3; i++)
				RwinDcol[i] = (RwinD[i][0]||RwinD[i][1]||RwinD[i][2]||RwinD[i][3]);
		end 
		always_comb
		begin 
			Rdiag = (RwinDcol[0]||RwinDcol[1]||RwinDcol[2]);
		end 
		always_comb  
		begin 
			for(int i = 5; i>2; i--) 
			begin 	
				for(int j = 0; j<4; j++)
					LwinD[5-i][j]=((board[i][j]==board[i-1][j+1])&&(board[i-1][j+1]==board[i-2][j+2])&&(board[i-2][j+2]==board[i-3][j+3])&&(board[i][j]!=2'd0)); 
			end
		end 
		always_comb
		begin 
			for(int i=0; i <3; i++)
				LwinDcol[i] = (LwinD[i][0]||LwinD[i][1]||LwinD[i][2]||LwinD[i][3]);
		end 
		always_comb
		begin 
			Ldiag = (LwinDcol[0]||LwinDcol[1]||LwinDcol[2]);
		end 
		always_comb
		begin 
			if(Ldiag||Rdiag||hor||ver)
				winflag=1'b1;
			else 
				winflag=1'b0;
		end 
endmodule 
[./run.sh]
#!/bin/bash
# OpenROAD 26Q1-2900-gdf79404cd8, Yosys 0.63+post, stock flow scripts
make -C /OpenROAD-flow-scripts/flow DESIGN_CONFIG=/design/flow/config.mk WORK_HOME=/design/flow/orfs finish
==> impl_metrics.py <==
# Synthesis and PnR figures
metrics = {
    "final_layout": {
        "utilization_pct": 43.3,
        "largestRegisters": "board (84)",
        "largest_reg_flops": 84,
        "top_register": "board",
        "syn_to_final_growth_pct": 5.44,
        "stdcell_area_um2": 6880,
        "drive_above_1_share_pct": 3.69,
    },
    "sta": {
        "fin_setup_tns_ps": 0,
        "post-route-min-period_ps": 5430,
        "finalMaxSlewViolations": 0,
        "rsz0062_at_grt": "no",
        "slew_headroom_pct": 44.2,
        "worst_pin_slew_ps": 837,
        "final_hold_viol_count": 0,
        "setup_viol": 0,
        "max_freq_mhz": 184,
        "period_used_pct": 71.4,
    },
    "detailed_routing": {
        "firstDrtPassIters": 7,
        "num_vias": 5505,
        "dr.first_iter.drc_count": 521,
        "vias_per_cell": 6.36,
        "routed_wl_um": 18000,
        "routedWlPerCell_um": 20.8,
        "drcViolationCount": 0,
        "diodes": 0,
        "drtAntennaViolNets": 0,
    },
    "grt": {
        "global_route.overflow_total": 0,
        "grt_pass1_wl_um": 28200,
        "grt_max_degree": 44,
        "grtUsageTotal_pct": 23.2,
        "antenna_found_initial": 0,
        "grt_pass1_vias": 4982,
    },
    "yosys": {
        "synth-edff-count": 84,
        "synthFlopType": "edfxtp_1",
        "top_cell_area_share_pct": 38.6,
        "ys_cells": 696,
        "area_leaders": "edfxtp_1 (39%), xnor2_1 (8.9%), xor2_1 (4.8%)",
        "syn_inst": 696,
        "yosysWarnings": 9,
        "yosysTopAreaCell": "edfxtp_1",
        "synth_flops": 84,
        "synth.avg_cell_area_um2": 9.38,
        "yosysSeqAreaShare_pct": 38.6,
        "synth_cell_types": 51,
        "synth_area_um2": 6530,
        "yosys.cell_count.top_type": "edfxtp_1",
        "synthTopCellsByCount": "edfxtp_1 (84), xnor2_1 (66), nand3_1 (52), nor2_1 (52), or3_1 (45)",
        "yosys_area_um2": 6530,
        "ys_async_sr_fraction_pct": 0,
    },
    "worst_setup_path": {
        "worst-endpoint-arrival_ps": 5460,
        "cpPeakStageDelay_ps": 520,
        "endpoint": "board[1][0]$_DFFE_PP_",
        "cp_num_buf_inv": 1,
        "critical_path.top_delay_family": "adder cells",
        "startpoint": "waddr[1]",
        "path_max_fanout": 8,
        "path_cells": "clkdlybuf4s50_1 > a21oi_1 > nand2b_1 > xor2_1 > fa_1 > fa_1 > fa_1 > a21o_1 > a21oi_1 > xnor2_1 > nor2_1 > nand2_1 > nor2_1",
        "crit_path_start_kind": "input port",
        "cp.required_ps": 7630,
        "crit_cells": 13,
        "path_class": "in2reg",
        "crit_path_end_kind": "flop",
        "slowest_stage": "fa_1",
        "path_common_cell": "fa_1",
    },
    "run": {
        "maxCapViolations": 0,
        "warning_count": 27,
    },
    "placement": {
        "dp_hpwl_um": 12200,
        "gp_congestion": 0.912,
        "portBuffers": 10,
        "dpl_cell_area_um2": 6570,
    },
    "power_and_ir_drop": {
        "ir_drop_mv": 0.174,
        "p_leak_nw": 2.16,
        "power_density_nw_per_um2": 243,
    },
    "die": {
        "dieArea_um2": 16800,
        "die_h_um": 130,
        "die_w_um": 130,
        "rows": 46,
        "core_um2": 15900,
        "fp-utilization_pct": 41.1,
        "pin_count": 12,
    },
    "status": {
        "outcome": "finished, final reports clean",
    },
    "min_path": {
        "hold_class": "in2reg",
    },
    "clock_tree": {
        "htree_levels": 3,
        "cts_tree": "yes",
        "postCtsHoldBufs": 0,
        "cts_buffer_depth": 2,
        "cts_sinks": 84,
        "root_buffer": "clkbuf_16",
        "numCtsBuffers": 9,
        "cts.repair.resized": 0,
        "cts_setup_buffers": 0,
        "clk_pin_slew_ps": 60,
    },
}
-- layout by cell type (no fill, tap or decap), types with 21 or more instances in the layout --
cell type	n
a31oi_1	22
edfxtp_1	84
nand2_1	27
nand3_1	52
nand4_1	23
nor2_1	52
nor3_1	21
nor4bb_1	21
or3_1	45
xnor2_1	66
xor2_1	36
-- where the power goes --
group	internal [mW]	switching [mW]	total (mW)
Clock	0.288	0.172	0.460
Sequential	0.574	0.157	0.731
Combinational	0.202	0.281	0.484
-- layer usage --
layer  up-vias  track usage (%)  part of all wire, %
li1       2537                -                    -
met1      2639             34.5                   42
met2       294             34.7                   45
met3        35             7.10                  9.9
met4         0             5.95                  2.9
met5         -                0                    0
-- cell families after synthesis --
kind of cell / synth area share [%]
DFF: 38.6
AOI/OAI and AO/OA: 13.0
and+or+nand+nor: 25.8
adders and majority gates: 3.14
xor gates and xnor gates: 13.7
buffers and inverters: 5.81
-- through the flow --
step	total power [mW]	setup slack, ps	hold WS, ps	instances
after floorplan	1.06	2660	2050	696
after global placement	1.20	1900	2550	850
after detailed placement	1.22	1790	2550	850
after CTS	1.68	2160	2190	866
after global routing	1.77	1860	2210	866
final	1.68	2170	2180	866
-- worst min path at each step --
stage,startpoint,end,depth (start not counted)
6_report,Player,board[41][0]$_DFFE_PP_,3
4_1_cts,Player,board[30][0]$_DFFE_PP_,3
5_1_grt,Player,board[41][0]$_DFFE_PP_,3
-- cell type report --
| class | instances | area, µm² |
|---|---|---|
| Sequential cell | 84 | 2520 |
| Timing Repair Buffer | 12 | 115 |
| Inverter | 9 | 33.8 |
| Multi-Input combinational cell | 529 | 3630 |
| Tap cell | 216 | 270 |
| Clock buffer | 10 | 229 |
| Clock inverter | 6 | 86.3 |
| Fill cell | 1508 | 9000 |
No activity file was given, so power comes from the tool's default toggle rates.
