### ./config.mk
export PLATFORM = sky130hd
export DESIGN_NAME = memory_unit
export DESIGN_NICKNAME = memory_unit
export VERILOG_FILES = /design/flow/design.v
export SDC_FILE = /design/flow/constraint.sdc
export NUM_CORES = 4
export LEC_CHECK = 1
export CORE_UTILIZATION = 30
### ./run.sh
#!/bin/bash
# OpenROAD 26Q1-2900-gdf79404cd8, Yosys 0.63+post, stock flow scripts
make -C /OpenROAD-flow-scripts/flow DESIGN_CONFIG=/design/flow/config.mk WORK_HOME=/design/flow/orfs finish
### ./constraint.sdc
current_design memory_unit

set clk_period 4.2
set clk_io_pct 0.2

create_clock -name clk0 -period $clk_period [get_ports {clock}]

set non_clock_inputs [all_inputs -no_clocks]
set_input_delay [expr $clk_period * $clk_io_pct] -clock clk0 $non_clock_inputs
set_output_delay [expr $clk_period * $clk_io_pct] -clock clk0 [all_outputs]
### ./design.v
module memory_unit(input logic [14:0] dataIn,
					input logic [3:0] wrAddress, rdAddress,
					input logic wen, ren, clock,
					output logic [14:0] dataOut);
logic [14:0] memory [31:0];
always_ff @(posedge clock)
begin
	if(wen)
		memory[wrAddress[2:0]] <= dataIn;
	if(ren)
		dataOut <= memory[rdAddress[2:0]];
end
initial 
begin 
	for(int i=0; i<32; i++)
		memory[i] <= i;
end 
endmodule
==> datasheet_impl.txt <==
Implementation parameters

Parameter                              Value

Worst setup path
  Required time reported for the critical path endpoint    4360 ps
  Startpoint types    input pin
  Type of the worst setup path    input pin to flip-flop
  R2R Setup Slk    2780 ps
  Arrival time reported for the critical path endpoint    2660 ps
  Maximum fanout along the worst path    30
  Kind of end point of the critical path    flip-flop

Placement
  Minimum setup slack after placement    1220 ps
  Number of buffers added on ports    38
  Routability Congestion    0.679

Synth
  Xor-xnor portion of the synthesized cell area    0%
  Adder-cell share of the synthesized area    0%
  Total standard cell area after synthesis    0.00512 mm²
  Area share of and-or/or-and cells after synthesis    0%
  Distinct lib cells    11
  Instance tally after logic synthesis    201
  Mux contribution to synthesized area    18.7%
  Synthesis warning total    1
  Top cell type's share of synthesized area    79.1%
  Dominant cell type by area after synthesis    sky130_fd_sc_hd__edfxtp_1
  Most area-consuming cells after synthesis    sky130_fd_sc_hd__edfxtp_1 (79%), sky130_fd_sc_hd__mux4_1 (15%), sky130_fd_sc_hd__mux2_2 (3.3%)
  Area fraction in and, or, nand and nor cells after synthesis    1.15%
  Avg Cell Area, Syn    25.5 µm²
  Largest non-sequential cell family by area    multiplexers
  Flop and latch count out of synthesis    135
  Area figure in the yosys stat output    0.00512 mm²
  Share of the yosys chip area belonging to registers    79.1%
  Cell count in the Yosys report    201

Power
  Lkg Pwr    0.00215 µW
  VDD IR max    0.292 mV
  Power density over the cells    510 mW/mm²

Routing
  Iter 0 DRT Violations    154
  Vias per cell    4.44
  Number of antenna diodes    0
  Total Routed Length    8550 µm
  TritonRoute pass-1 iters    4
  Final routed wire length divided by cell count    17.3 µm
  Vias post-DR    2,199
  Final routed DRC violation total    0
  Final antenna-violating net count    0

Floorplanning
  Core area    0.0166 mm²
  Core Util at FP    30.8%
  Floorplan die width    133 µm
  Site row count    47
  Area of the chip    0.0176 mm²
  Die y size    133 µm
  Number of top-level pins    41

GRT
  Combined global-route utilization of all metal layers    11.1%
  Total global routing overflow    0
  Maximum number of pins on one net before global-route repair    31
  First-pass GRT wire length    13,100 µm
  Number of antenna violations at the first check in global routing    0
  Via count of the first global-routing pass    2,441

Finish
  Fraction of layout instances using a drive strength above 1    21.8%
  Storage cell area    0.00405 mm²
  P&R area growth vs syn    26.4%
  Top cell excl fill/tap    sky130_fd_sc_hd__edfxtp_1
  Tally of filler cells in the layout    1,432
  Top logic cells by instance count in the layout    sky130_fd_sc_hd__edfxtp_1 (135), sky130_fd_sc_hd__clkdlybuf4s50_1 (38), sky130_fd_sc_hd__mux4_1 (30)
  Comb. cell area    0.00103 mm²

Clock tree
  Deepest level of the CTS H-tree    4
  Clock latency on the worst-skew pair    410 ps
  Number of buffers added by the clock tree synthesis step    17
  Number of resized instances in the post-cts repair step    0
  Post-CTS Setup Repair Bufs    0
  Clock edge transition at the registers on the reported setup and hold paths    60 ps
  Number of hold buffers added after cts    0
  CTS Buffer Depth    2
  CTS tree    done
  Clock sink count    135
  Root buffer cell    sky130_fd_sc_hd__clkbuf_16

Run
  Tool Warnings    27
  Number of max-cap violations    0

Timing
  Count of final setup violators    0
  Hold Vio Cnt, Final    0
  Remaining max-slew budget at the tightest pin    66.2%
  Setup TNS    0 ps
  Pin slew with the least headroom to its limit    508 ps
  Worst path setup slack after routing    1690 ps
  RSZ-0062 raised after global routing    false
  Maximum clock frequency    399 MHz
  Final Max Tran Viols    0
  Crit share post-route    59.7%
  Tmin final    2510 ps
  Final setup skew    3.66 ps

Hold path
  Min-delay worst type    flip-flop to flip-flop

Run status
  Result of the run    complete, no violations
metrics by stage:
stage | util, % | power (µW) | instance area, µm² | cells | hold slack (ps)
final | 38.9 | 3310 | 6480 | 495 | 744
after floorplan | - | 1650 | 5120 | 201 | 716
after global placement | 35.0 | 1730 | 5830 | 463 | 725
after detailed placement | 35.0 | 1740 | 5830 | 463 | 735
after CTS | 38.9 | 3340 | 6480 | 495 | 750
after global routing | 38.9 | 3410 | 6480 | 495 | 771
flip-flops by register name, indices dropped and copies added (netlist names):
| name | flops |
|---|---|
| memory | 120 |
| dataOut | 15 |
power by group:
group | internal [µW] | switching, µW
logic | 88.2 | 65.3
registers | 1540 | 9.10
clock network | 1060 | 546
synthesized netlist by cell type:
library cell               instances
sky130_fd_sc_hd__edfxtp_1        135
sky130_fd_sc_hd__mux4_1           30
sky130_fd_sc_hd__mux2_2           15
sky130_fd_sc_hd__nor2_1            6
sky130_fd_sc_hd__buf_6             3
sky130_fd_sc_hd__clkbuf_1          3
sky130_fd_sc_hd__nand2b_1          3
sky130_fd_sc_hd__nand2_1           2
sky130_fd_sc_hd__nor3_1            2
sky130_fd_sc_hd__buf_1             1
sky130_fd_sc_hd__clkbuf_2          1
path summary, 6_finish.rpt:
kind,end,cells past startpoint,start
setup / recovery,dataOut[0]$_DFFE_PP_,4,rdAddress[0]
hold / removal,dataOut[5]$_DFFE_PP_,2,memory[7][5]$_DFFE_PP_
setup reg to reg,dataOut[0]$_DFFE_PP_,2,memory[3][0]$_DFFE_PP_
hold reg to reg,dataOut[5]$_DFFE_PP_,2,memory[7][5]$_DFFE_PP_
routing by layer:
layer  part of all wire (%)  GRT usage [%]  up-vias  routed length, µm
met1                     38           13.8     1075               3220
met5                      0              0        -                  0
met2                     49           17.1      103               4200
met4                    1.3           1.60        0                110
li1                       -              -     1010                  -
met3                     12           7.34       11               1010
worst max-delay path, cell delays in order:
cell and delay (ps):
sky130_fd_sc_hd__clkdlybuf4s50_1 450, sky130_fd_sc_hd__buf_4 440, sky130_fd_sc_hd__mux4_1 630, sky130_fd_sc_hd__mux2_2 290
kinds of logic (layout without fill, tap and decap cells):
group                  Yosys count  in the layout
buffers and inverters            8             82
DFF                            135            135
muxes                           45             45
and+or+nand+nor                 13             13
area by class of cell:
cell class	count	share of cell area, %
clock buffer	18	6.63
clock inverter	14	3.44
multi-input combinational	58	15.8
sequential	135	62.6
tap	220	4.25
timing repair buffer	50	7.26
Power figures rest on the tool's default switching activity, not on a simulated workload.
